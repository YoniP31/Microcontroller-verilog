--- constraint.sdc ---
current_design PROGRAM_MEMORY

set clk_period 16.3
set clk_io_pct 0.2

create_clock -name clk0 -period $clk_period [get_ports {clk}]

set non_clock_inputs [all_inputs -no_clocks]
set_input_delay [expr $clk_period * $clk_io_pct] -clock clk0 $non_clock_inputs
set_output_delay [expr $clk_period * $clk_io_pct] -clock clk0 [all_outputs]
--- design.v ---
module PROGRAM_MEMORY(
    input clk,
    input i_enable,
    input [7:0] i_address,
    output [13:0] o_instruction,
    input i_load_enable,
    input [7:0] i_load_address,
    input [13:0] i_load_instruction
);
logic [13:0] prog_mem [255:0];
always @(posedge clk) begin
    if(i_load_enable == 1)
        prog_mem[i_load_address] <= i_load_instruction;  
end
assign o_instruction = (i_enable == 1)? prog_mem[i_address] : 0;
endmodule
--- config.mk ---
export PLATFORM = sky130hd
export DESIGN_NAME = PROGRAM_MEMORY
export DESIGN_NICKNAME = PROGRAM_MEMORY
export VERILOG_FILES = /design/flow/design.v
export SDC_FILE = /design/flow/constraint.sdc
export NUM_CORES = 4
export LEC_CHECK = 1
export CORE_UTILIZATION = 30
--- run.sh ---
#!/bin/bash
# OpenROAD 26Q1-2900-gdf79404cd8, Yosys 0.63+post, stock flow scripts
make -C /OpenROAD-flow-scripts/flow DESIGN_CONFIG=/design/flow/config.mk WORK_HOME=/design/flow/orfs finish
==> run notes <==
Physical implementation status

The flow ran to the end, and the final reports show no timing, DRC or antenna violations. Based on the critical path, the design can be clocked at up to 78.49 MHz. The distinct cell type count of the synthesized netlist stands at 60. The average instance area after synthesis stands at 21.59 sq um. At the pin with the least slew margin, the transition time is 1.346 ns.

The simple-gate share of the synthesized area stands at 0.01859. The count of mapped cells out of synthesis stands at 6426. After floorplanning, the core was divided into 249 placement rows.

The leakage power in the latest report is 49.66 nW. The area added between synthesis and finish stands at 15.04%. The number of clock buffers added by TritonCTS is 360. Per the synthesis report, the XOR/XNOR share of the synthesized area is 0. In the finished design, the share of the clock period the worst path needs comes to 0.7817.

For this run, the chip area from Yosys synthesis comes to 138800 sq um. The average via count per standard cell stands at 5.077. The first global-routing pass estimated 536.4 mm of wire.

Yosys instantiated no cell more often than edfxtp_1. The launch point of the critical path was reported as i_address[2]. edfxtp_1 takes more of the synthesized area than any other cell. For this run, the leading register cell type out of synthesis is edfxtp_1.

The congestion estimate from routability-driven global placement came to 0.8838. The die is 682.1 um tall. Among the non-sequential cells, multiplexers take the most area. The share of layout cells above drive strength 1 stands at 0.2402. The count of final setup violators stands at 0.

The arrival time reported for the critical path endpoint stands at 9.48 ns. The proportion of synthesized flip-flops having asynchronous set or reset stands at 0. During placement, the flow inserted port buffers numbering 46. The portion of the post-synthesis area used by sequential elements stands at 0.7756.

From left edge to right edge, the die measures 682.1 um. The placeable core region stands at 460200 sq um. The flip-flop count of the largest register, all copies and words added stands at 3584. The final critical delay including setup and external delays stands at 12.74 ns. Of the post-synthesis cell area, the dominant cell type holds 0.7756. The worst setup path is captured at an output pin. The sum of net half-perimeters after detailed placement stands at 229.2 mm. The boundary pin count stands at 47. Post-CTS repair ended up resizing 0 cells. The total power after layout stands at 19.18 mW. The total wire length after detailed routing stands at 377.7 mm. TritonCTS built the clock tree.

The total global-route track usage stands at 0.1740. At the worst endpoint, the required time is 13.04 ns. By startpoint and endpoint, the worst setup path is classified as input port to output pin. Entering global routing, the biggest net connects 92 pins. The routed layout has 67860 vias.

By count the netlist is led by edfxtp_1, mux4_2, mux2i_1. The number of buffers added to fix hold violations after cts stands at 0. The max-cap violation count stands at 0. The maximum number of buffers from clock root to sink stands at 4. After synthesis the cells add up to 138800 sq um. After synthesis, the share of cell area in mux cells is 0.1503. The registers reported with the highest flop counts are prog_mem: 3584 flops. The main area contributors are edfxtp_1, mux4_2, mux2i_1, o221ai_1, nor2_1. The relative slew slack stands at 0.09966. Dividing the detail-routed wire length by the instance count gives 28.26 um. The number of antenna violations at the first check in global routing is 26.

The peak supply drop stands at 0.08416 mV. Setup repair after global routing left no endpoint under its margin. The tree is rooted in a clkbuf_16. The critical path ends at o_instruction[3]. The via count of the first global-routing pass was 74529. The number of synthesized flops with an enable pin stands at 3584. The number of warnings in the stage logs stands at 26.

The iteration tally of the first detailed-router pass stands at 7. CTS saw 3584 sinks. The setup fix buffers added after clock tree synthesis stands at 0.

The number of H-tree branching levels stands at 5. In this run, the synthesized area fraction spent on AND-OR/OR-AND gates is recorded as 0.03631. Ranked by flip-flop count, first place goes to prog_mem. The hold path depth stands at 1. The synth_stat.txt file lists the number of cells as 6426.

The floorplan step records an initial core utilization of 0.3016. The ratio of total power to cell area stands at 120.1 nW/um^2. Per the timing report, the biggest fanout along the worst path comes to 52. STA classifies the critical path startpoint as an input port.

The clock-pin slew on the worst setup and hold paths stands at 0.06 ns. The count of routing violations after the opening detailed-route iteration stands at 4424. After routing, the total negative slack on setup checks comes to 0 ns. Pins over their slew limit in the final report were tallied at 0. The yosys synthesis warning count stands at 1.

In this run the worst hold path is classified as input port to register. Per the synthesis report, the adder-cell share of the synthesized area is 0. The overall die area stands at 465300 sq um.

Per the GRT congestion report, total overflow comes to 0. In this run, synthesis produced a sequential element count of 3584. In this run the remaining antenna-violating nets after routing total 0. The DRC violations left stands at 0. The number of hold violations in the final report stands at 0.
power by group:
part,internal (mW),switching (mW)
Combinational,0.310,0.635
Sequential,10.2,0.00410
Clock,4.61,3.46
Total,15.1,4.10
metrics by stage:
stage	hold slack [ns]	utilization	worst slack (ns)	area, sq um	cells
floorplan	3.359	-	7.989	138800	6426
finish	2.715	0.3469	3.559	159600	13365
global placement	3.690	0.3218	3.370	148100	12701
CTS	2.650	0.3469	3.537	159600	13356
detailed placement	3.695	0.3218	3.526	148100	12703
global route	2.699	0.3469	3.390	159600	13358
layout by cell type (no fill, tap or decap), types with 10 or more instances in the layout:
cell | Yosys | layout
a21oi_1 | 86 | 86
nor2_1 | 307 | 306
nand2b_1 | 15 | 14
clkinvlp_4 | 0 | 15
clkinv_1 | 1 | 87
buf_8 | 27 | 14
nor2b_1 | 26 | 24
mux4_1 | 28 | 28
buf_4 | 40 | 469
clkbuf_16 | 0 | 364
o21ai_0 | 53 | 53
a31oi_1 | 10 | 10
nor3_1 | 30 | 29
bufinv_16 | 0 | 31
a221oi_1 | 22 | 22
mux2_2 | 25 | 25
o22ai_1 | 142 | 142
and3_1 | 20 | 20
clkbuf_1 | 173 | 67
a22oi_1 | 76 | 76
mux2i_1 | 425 | 425
edfxtp_1 | 3584 | 3584
and2_1 | 18 | 17
nand2_1 | 67 | 67
o32ai_1 | 15 | 15
o221ai_1 | 141 | 141
a211oi_1 | 89 | 85
clkdlybuf4s50_1 | 0 | 27
mux4_2 | 692 | 692
a22o_1 | 33 | 33
clkinv_2 | 0 | 59
nand3_1 | 43 | 43
nand4_1 | 20 | 20
routing by layer:
layer | GRT usage | part of all wire
met3 | 0.1632 | 0.20
met1 | 0.1694 | 0.30
met4 | 0.05148 | 0.038
met2 | 0.2585 | 0.46
met5 | 0.01343 | 0.0030
critical path: stages:
cell	delay (ns)
buf_6	0.19
buf_4	0.46
nand2_8	0.52
buf_4	0.63
buf_4	0.67
buf_4	0.46
o221ai_1	0.23
o22ai_1	0.25
nor3_1	0.13
a211oi_1	1.05
o22ai_1	0.58
buf_4	0.30
clkdlybuf4s50_1	0.40
kinds of logic after synthesis:
group                  count (synthesis)
AND-OR/OR-AND                        703
buffers and inverters                396
flip-flops                          3584
multiplexers                        1170
AND/OR/NAND/NOR                      573
how the worst min path moves through the flow:
stage	from	end	slack [ns]
6_report	i_load_instruction[4]	prog_mem[194][4]	2.71
5_1_grt	i_load_instruction[4]	prog_mem[211][4]	2.70
4_1_cts	i_load_instruction[4]	prog_mem[210][4]	2.65
final cells by class:
| type | count | area, sq um |
|---|---|---|
| Tap cell | 6149 | 7694 |
| Multi-Input combinational cell | 2446 | 28550 |
| Clock buffer | 431 | 9360 |
| Timing Repair Buffer | 520 | 4185 |
| Antenna cell | 9 | 22.52 |
| Sequential cell | 3584 | 107600 |
| Clock inverter | 222 | 2172 |
| Fill cell | 41657 | 300500 |
| Inverter | 4 | 25.02 |
Power and IR drop assume default switching activity.
